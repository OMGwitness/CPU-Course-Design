==> flow/design.v <==
module MUX2 #(parameter WIDTH = 8) (d0, d1, s, y);
  input [WIDTH-1:0] d0, d1;
  input s;
  output [WIDTH-1:0] y;
  assign y = ( s == 1'b1 ) ? d1:d0;
endmodule
module MUX4 #(parameter WIDTH = 8) (d0, d1, d2, d3, s, y);
  input [WIDTH-1:0] d0, d1, d2, d3;
  input [1:0] s;
  output [WIDTH-1:0] y;
  reg [WIDTH-1:0] y_r;
  always @(*) 
    begin
      case(s)
        2'b00: y_r = d0;
        2'b01: y_r = d1;
        2'b10: y_r = d2;
        2'b11: y_r = d3;
        default: ;
      endcase
    end
  assign y = y_r;
endmodule
module MUX8 #(parameter WIDTH = 8) (d0, d1, d2, d3, d4, d5, d6, d7, s, y);
  input [WIDTH-1:0] d0, d1, d2, d3, d4, d5, d6, d7;
  input [2:0] s;
  output [WIDTH-1:0] y;
  reg [WIDTH-1:0] y_r;
  always @(*) 
    begin
      case(s)
        3'd0: y_r = d0;
        3'd1: y_r = d1;
        3'd2: y_r = d2;
        3'd3: y_r = d3;
        3'd4: y_r = d4;
        3'd5: y_r = d5;
        3'd6: y_r = d6;
        3'd7: y_r = d7;
        default: ;
      endcase
    end
  assign y = y_r;
endmodule
module MUX16 #(parameter WIDTH = 8) (d0, d1, d2, d3, d4, d5, d6, d7, d8, d9, d10, d11, d12, d13, d14, d15, s, y);
  input [WIDTH-1:0] d0, d1, d2, d3, d4, d5, d6, d7, d8, d9, d10, d11, d12, d13, d14, d15;
  input [3:0] s;
  output [WIDTH-1:0] y;
  reg [WIDTH-1:0] y_r;
  always @(*) 
    begin
      case(s)
        4'd0: y_r = d0;
        4'd1: y_r = d1;
        4'd2: y_r = d2;
        4'd3: y_r = d3;
        4'd4: y_r = d4;
        4'd5: y_r = d5;
        4'd6: y_r = d6;
        4'd7: y_r = d7;
        4'd8: y_r = d8;
        4'd9: y_r = d9;
        4'd10: y_r = d10;
        4'd11: y_r = d11;
        4'd12: y_r = d12;
        4'd13: y_r = d13;
        4'd14: y_r = d14;
        4'd15: y_r = d15;
        default: ;
      endcase
    end
  assign y = y_r;
endmodule
==> flow/run.sh <==
#!/bin/bash
# OpenROAD 26Q1-2900-gdf79404cd8, Yosys 0.63+post, stock flow scripts
make -C /OpenROAD-flow-scripts/flow DESIGN_CONFIG=/design/flow/config.mk WORK_HOME=/design/flow/orfs finish
==> flow/config.mk <==
export PLATFORM = sky130hd
export DESIGN_NAME = MUX16
export DESIGN_NICKNAME = MUX16
export VERILOG_FILES = /design/flow/design.v
export SDC_FILE = /design/flow/constraint.sdc
export NUM_CORES = 4
export LEC_CHECK = 1
export CORE_AREA = 10 10 98 98
export DIE_AREA = 0 0 108 108
==> flow/constraint.sdc <==
current_design MUX16

set clk_period 4.2
set clk_io_pct 0.2

create_clock -name clk0 -period $clk_period

set non_clock_inputs [all_inputs -no_clocks]
set_input_delay [expr $clk_period * $clk_io_pct] -clock clk0 $non_clock_inputs
set_output_delay [expr $clk_period * $clk_io_pct] -clock clk0 [all_outputs]
==> GITHUB_STEP_SUMMARY <==
### Metrics collected by this job

| Metric | Value |
|---|---|
| Die Ht | 108 um |
| Cts repair resizes | 0 |
| Hold Crit Class | in -> out |
| Total gr overflow | 0 |
| Top cell type by total area after synthesis | nand3b_1 |
| Relative max-transition margin | 0.593 |
| Crit path DRT | approximately 3.4 ns |
| Overall global routing resource usage | 0.123 |
| Yosys cell types | 50 |
| Startpoint types | primary input |
| Gate Count Post-Synth | 196 |
| CP top delay family | buffers and inverters |
| Global-route wire length before repair | 11600 um |
| RSZ-0062 raised after global routing | false |
| Detail Route Antenna Nets | 0 |
| Top cell area share | 0.107 |
| Buf/Inv on CP | 3 |
| Initial core utilization | 0.174 |
| Post-CTS Setup Bufs | 0 |
| IO Count | 140 |
| Reg area | 0 um^2 |
| Area grow syn2layout | 111% |
| Ys cells | ~200 |
| Setup violators final | 0 |
| Power per cell area | 95.4 nW/um^2 |
| Mean post-synth cell area | ~6.8 um^2 |
| Pleak | 1.01 nW |
| Status | completed |
| Crit path largest cell delay | 0.57 ns |
| Setup TNS | 0 ns |
| Chip area | 11700 um^2 |
| Mapped Area | roughly 1300 um^2 |
| Tally of OpenROAD warnings | 32 |
| Max Freq | 0.252 GHz |
| Cells along the critical path | clkdlybuf4s50_1 > buf_12 > nand3b_1 > o2bb2ai_1 > or4_1 > o32a_1 > clkdlybuf4s50_1 |
| N_diodes | 0 |
| GPL Wtd Cong | between 0.8 and 0.9 |
| Slew Viols, Final | 0 |
| Chip Width | 108 um |
| Hold-critical path depth | 3 |
| Largest cells by area after synthesis | nand3b_1 11%, mux2i_1 11%, a221oi_1 6.6% |
| Final instance area | 2810 um^2 |
| Drt pass-1 iters | 4 |
| Final Critical Period | 3.98 ns |
| Worst Tran Pin Value | 0.602 ns |
| Arrival @ worst endpoint | 3.14 ns |
| Largest net degree at the start of global routing | 32 |
| Worst hold start | d0[7] |
| Post-DR wirelength/cell | 18.6 um |
| Final core occ | 0.367 |
| YS warnings | 1 |
| Seq cells | 0 |
| Detailed-route wire length | 7880 um |
| Crit Path Class | in -> out |
| Final Power | 0.268 mW |
| Clkbuf count | 0 |
| Worst-path fanout max | 28 |
| Detailed router's first-iteration violation count | 74 |
| Vias in the first global route | 2142 |
| Endpoints failing hold | 0 |
| IR drop worst, VDD | 0.0000481 V |
| Initial antenna violation count | 0 |
| Vias after detailed routing | 2042 |
| Slowest cell on the critical path | or4_1 |
| Core area | between 7000 and 8000 um^2 |
| Hold worst-path end | y[7] |
| Hold_buf cts | 0 |
| Chip area in the Yosys report | 1330 um^2 |
| Instance area after placement | between 2000 and 3000 um^2 |
| PortBufs | about 140 |
| Post-synth seq share | 0 |
| Max_cap viols | 0 |
| Row count | 32 |
| Residual DRC count | 0 |
| Layout cells sized above 1 | 0.0497 |
| Period utilization | 0.947 |
| CP Capture Type | output port |
| Dpl hpwl | roughly 6700 um |
| Routed vias/inst | 4.82 |
| Most used cell along the critical path | clkdlybuf4s50_1 |
==> kinds of logic (layout without fill, tap and decap cells) <==
kind of cell,count (synthesis),count (layout),synth area share
AND/OR/NAND/NOR,78,78,0.370
multiplexers,17,17,0.131
buffers and inverters,31,157,0.114
AND-OR/OR-AND,70,70,0.385
==> stage by stage <==
| stage | worst slack [ns] | hold WS [ns] | cells |
|---|---|---|---|
| after floorplan | 1.37 | 1.76 | 196 |
| after global placement | 0.238 | 2.64 | 424 |
| after detailed placement | 0.220 | 2.65 | 424 |
| after CTS | 0.220 | 2.66 | 424 |
| after global routing | 0.118 | 2.68 | 424 |
| final | 0.224 | 2.66 | 424 |
==> power breakdown <==
part           switching, mW  leakage (nW)  internal [mW]
sequential                 0             0              0
clock                      0             0              0
combinational         0.0894          1.01          0.178
total                 0.0894          1.01          0.178
==> worst max-delay path by stage <==
stage	from	end	slack [ns]	depth (start not counted)
4_1_cts	s[1]	y[5]	0.22	7
5_1_grt	s[1]	y[5]	0.12	7
6_report	s[1]	y[3]	0.22	7
==> cell usage in the layout, fill, tap and decap left out, types with 3 or more instances in the layout <==
master / Yosys / final
o21ai_0: 3 / 3
nor3b_1: 4 / 4
o22ai_1: 5 / 5
nand2b_1: 4 / 4
a21oi_1: 17 / 17
and3_1: 3 / 3
nand3b_1: 19 / 19
nor2b_1: 6 / 6
nor2_1: 5 / 5
a22oi_1: 3 / 3
a31oi_1: 7 / 7
a221oi_1: 10 / 10
nor3_1: 6 / 6
mux2i_1: 14 / 14
inv_1: 9 / 9
o32a_1: 5 / 5
o2bb2ai_1: 5 / 5
buf_4: 2 / 4
clkdlybuf4s50_1: 0 / 138
nand2_1: 9 / 9
nand3_1: 5 / 5
or4_1: 4 / 4
==> cell type report <==
| type | count | area, um^2 |
|---|---|---|
| fillers | 780 | 4840 |
| repair buffers | 146 | 1460 |
| well taps | 102 | 128 |
| inverters | 11 | 41.3 |
| multi-input cells | 165 | 1180 |
==> synth_stat cells, types with 2 or more instances <==
cell type,n
a22oi_1,3
a31oi_1,7
nand2_1,9
nor3b_1,4
or4_1,4
a22o_1,2
nor2_1,5
nand3_1,5
nor2b_1,6
o21ai_0,3
clkbuf_1,6
mux2i_1,14
nor3_1,6
nand4b_1,2
a221oi_1,10
and3_1,3
o2bb2ai_1,5
o32a_1,5
inv_2,2
buf_2,10
a32o_1,2
a21oi_1,17
mux2_2,2
buf_6,2
buf_4,2
a31o_2,2
nand3b_1,19
inv_1,9
o22ai_1,5
or3_1,2
nand2b_1,4
==> routing by layer <==
layer  GRT usage  part of all wire  up-vias
met1       0.161              0.43      927
met3      0.0283             0.077        2
li1            -                 -     1034
met5           0                 0        -
met4     0.00286            0.0018        0
met2       0.213              0.49       79
Power and IR drop assume default switching activity.
